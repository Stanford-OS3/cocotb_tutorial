--- flow/config.mk ---
export PLATFORM = sky130hd
export DESIGN_NAME = ks_add
export DESIGN_NICKNAME = ks_add
export VERILOG_FILES = /design/flow/design.v
export SDC_FILE = /design/flow/constraint.sdc
export NUM_CORES = 4
export LEC_CHECK = 1
export CORE_UTILIZATION = 50
export SYNTH_HDL_FRONTEND = slang
--- flow/constraint.sdc ---
current_design ks_add

set clk_period 1.4
set clk_io_pct 0.2

create_clock -name clk0 -period $clk_period [get_ports {clk}]

set non_clock_inputs [all_inputs -no_clocks]
set_input_delay [expr $clk_period * $clk_io_pct] -clock clk0 $non_clock_inputs
set_output_delay [expr $clk_period * $clk_io_pct] -clock clk0 [all_outputs]
--- flow/design.v ---
module ks_add #(
    parameter N = 64
)
(
    input  logic         clk,
    input  logic         rstn_,
    input  logic         en,
    input  logic [N-1:0] a,
    input  logic [N-1:0] b,
    output logic [N-1:0] out
);
    localparam int stages = $clog2(N) + 1;
    localparam int log2_arr[0:63] = {0, 0, 1, 1, 2, 2, 2, 2, 3, 3, 3, 3, 3, 3, 3, 3, 4, 4, 4, 4, 4, 4, 4, 4, 4, 4, 4, 4, 4, 4, 4, 4, 5, 5, 5, 5, 5, 5, 5, 5, 5, 5, 5, 5, 5, 5, 5, 5, 5, 5, 5, 5, 5, 5, 5, 5, 5, 5, 5, 5, 5, 5, 5, 5};
    genvar i;
    generate
        for (i = 0; i < stages; i++) begin : gen_pg
            logic [(N-(2**(i-1)))-1:0] g_reg_array;
            logic [(N-(2**(i-1)))-1:0] p_reg_array;
            logic [(N-(2**(i-1)))-1:0] p_out_array;
            logic [(N-(2**(i-1)))-1:0] g_out_array;
        end
    endgenerate
    genvar j;
    generate
        for (j = 0; j < stages; j++) begin : reg_assign
            always_ff @( posedge clk ) begin
                if ( !rstn_ ) begin
                    gen_pg[j].g_reg_array <= 0;
                    gen_pg[j].p_reg_array <= 0;
                end
                else if ( en ) begin
                    gen_pg[j].g_reg_array <= gen_pg[j].g_out_array;
                    gen_pg[j].p_reg_array <= gen_pg[j].p_out_array;
                end
                else begin
                    gen_pg[j].g_reg_array <= gen_pg[j].g_reg_array;
                    gen_pg[j].p_reg_array <= gen_pg[j].p_reg_array;
                end
            end
        end
    endgenerate
    genvar step;
    generate 
        for (i = 0; i < N; i++) begin
            pg_0 step0(a[i], b[i], gen_pg[0].p_out_array[i], gen_pg[0].g_out_array[i]);
        end
        for (step = 1; step <= stages; step++) begin
            for (i = 0; i < N-2**(step-1); i++) begin 
                if (step == 1) begin
                    pg_1plus stepn(gen_pg[0].p_reg_array[i+1],  
                                 gen_pg[0].g_reg_array[i+1], 
                                 gen_pg[0].p_reg_array[i], 
                                 gen_pg[0].g_reg_array[i], 
                                 gen_pg[step].p_out_array[i], 
                                 gen_pg[step].g_out_array[i]);
                end
                if (step > 1) begin
                    if (i==0) begin
                        pg_1plus stepn(gen_pg[step-1].p_reg_array[i+2**(step-2)],  
                                 gen_pg[step-1].g_reg_array[i+2**(step-2)], 
                                 gen_pg[0].p_reg_array[0], 
                                 gen_pg[0].g_reg_array[0], 
                                 gen_pg[step].p_out_array[0], 
                                 gen_pg[step].g_out_array[0]);
                    end
                    else if (i < 2**(step-2)) begin 
                        pg_1plus stepn(gen_pg[step-1].p_reg_array[i+2**(step-2)],                                         
                                 gen_pg[step-1].g_reg_array[i+2**(step-2)],                                            
                                 gen_pg[log2_arr[i]+1].p_reg_array[i-2**(log2_arr[i])], 
                                 gen_pg[log2_arr[i]+1].g_reg_array[i-2**(log2_arr[i])],
                                 gen_pg[step].p_out_array[i], 
                                 gen_pg[step].g_out_array[i]);
                    end
                    else begin  
                        pg_1plus stepn(gen_pg[step-1].p_reg_array[i+2**(step-2)],  
                                 gen_pg[step-1].g_reg_array[i+2**(step-2)], 
                                 gen_pg[step-1].p_reg_array[i-2**(step-2)], 
                                 gen_pg[step-1].g_reg_array[i-2**(step-2)], 
                                 gen_pg[step].p_out_array[i], 
                                 gen_pg[step].g_out_array[i]);
                    end
                end
            end
        end
    endgenerate
    generate
        for (i = 0; i < N; i++) begin
            if ( i==0 ) begin
                assign out[0] = gen_pg[0].p_reg_array[0];
            end
            else if ( i==1 ) begin
                assign out[1] = gen_pg[0].p_reg_array[1] ^ gen_pg[0].g_reg_array[0];
            end
            else if (i <= N/2) begin  
                assign out[i] = (gen_pg[0].p_reg_array[i]) ^ (gen_pg[log2_arr[i-1]+1].g_reg_array[(i-1)-2**log2_arr[i-1]]); 
            end
            else begin
                assign out[i] = gen_pg[0].p_reg_array[i] ^ gen_pg[stages-1].g_reg_array[(i-1)-(N/2)]; 
            end
        end
    endgenerate
endmodule
module pg_0 (
    input logic a,
    input logic b,
    output logic p,
    output logic g
);
assign p = a ^ b;
assign g = a & b;
endmodule
module pg_1plus (
    input logic pi_cur,
    input logic gi_cur,
    input logic pi_prev,
    input logic gi_prev,
    output logic pout,
    output logic gout
);
assign pout = pi_cur & pi_prev;
assign gout = gi_cur | (pi_cur & gi_prev);
endmodule
--- flow/run.sh ---
#!/bin/bash
# OpenROAD 26Q1-2900-gdf79404cd8, Yosys 0.63+post, stock flow scripts
make -C /OpenROAD-flow-scripts/flow DESIGN_CONFIG=/design/flow/config.mk WORK_HOME=/design/flow/orfs finish
==> run_summary.xml <==
<?xml version="1.0" encoding="UTF-8"?>
<metrics>
  <group name="outcome">
    <metric name="run_status" unit="">finished, violations left</metric>
    <metric name="failed_checks" unit="">negative setup slack</metric>
  </group>
  <group name="power_and_ir_drop">
    <metric name="vdd_drop_max" unit="mV">0.923</metric>
    <metric name="internal_power" unit="mW">34.4</metric>
    <metric name="share_seq_of_total_power" unit="%">47.2</metric>
    <metric name="powerDensity" unit="nW/um^2">1320</metric>
    <metric name="p_switching" unit="mW">11.2</metric>
    <metric name="switching_share" unit="%">24.5</metric>
    <metric name="power_leakage" unit="nW">13.0</metric>
    <metric name="clockPowerShare" unit="%">42.8</metric>
    <metric name="combPwrFrac" unit="%">9.9</metric>
  </group>
  <group name="clock_network">
    <metric name="tritoncts" unit="">yes</metric>
    <metric name="cts_buffer_depth" unit="">3</metric>
    <metric name="ctsRootBufferMaster" unit="">sky130_fd_sc_hd__clkbuf_16</metric>
    <metric name="clkLatencyLatePin" unit="ns">0.61</metric>
    <metric name="htree_num_levels" unit="">3</metric>
    <metric name="numClockSinks" unit="">695</metric>
    <metric name="inserted_clock_buffers" unit="">74</metric>
    <metric name="clk_pin_slew" unit="ns">0.06</metric>
  </group>
  <group name="sta">
    <metric name="setup_slack" unit="ns">-0.235</metric>
    <metric name="timing.final.setup_violations" unit="">63</metric>
    <metric name="hold_ws" unit="ns">0.136</metric>
    <metric name="worstMarginPinSlew" unit="ns">0.671</metric>
    <metric name="setup_total_negative_slack" unit="ns">-8.10</metric>
    <metric name="finalClockSkew" unit="ns">0.0163</metric>
    <metric name="timing.final.crit_share" unit="%">117</metric>
    <metric name="timing.final.max_slew_violations" unit="">0</metric>
    <metric name="fmaxAchievable" unit="MHz">612</metric>
    <metric name="final-hold-violation-count" unit="">0</metric>
    <metric name="timing.slew.headroom" unit="%">55.3</metric>
    <metric name="finalWorstPathRequiredPeriod" unit="ns">1.64</metric>
    <metric name="rsz0062_at_grt" unit="">true</metric>
  </group>
  <group name="detailed_routing">
    <metric name="dr.first_iter.drc_count" unit="">2024</metric>
    <metric name="detail_route.drc_violations" unit="">0</metric>
    <metric name="post_drt_antenna_nets" unit="">0</metric>
    <metric name="dr_total_vias" unit="">22800</metric>
    <metric name="routedWlPerCell" unit="um">21.6</metric>
    <metric name="firstDrtPassIters" unit="">5</metric>
    <metric name="route.detailed.vias_per_inst" unit="">5.59</metric>
    <metric name="wl" unit="um">88200</metric>
  </group>
  <group name="worst_setup_path">
    <metric name="cp_data_arrival_time" unit="ns">1.36</metric>
    <metric name="regToRegEndpoint" unit="">gen_pg[6].g_reg_array[0]</metric>
    <metric name="cpLargestDelayFamily" unit="">flip-flops</metric>
    <metric name="cp-start-kind" unit="">register</metric>
    <metric name="path_class" unit="">register to output port</metric>
    <metric name="timing.critical_path.slowest_stage_cell" unit="">sky130_fd_sc_hd__dfxtp_4</metric>
    <metric name="timing.rr.start" unit="">gen_pg[0].g_reg_array[0]</metric>
    <metric name="end_kind" unit="">output port</metric>
    <metric name="timing.critical_path.cells" unit="">xor2_4, buf_2</metric>
    <metric name="crit_required" unit="ns">1.12</metric>
    <metric name="cpPeakStageDelay" unit="ns">0.44</metric>
    <metric name="timing.reg2reg.setup_slack" unit="ns">0.04</metric>
    <metric name="cp_num_buf_inv" unit="">1</metric>
    <metric name="cell_count_of_the_worst_reg_to_reg_path" unit="">3</metric>
    <metric name="cp_max_fo" unit="">2</metric>
  </group>
  <group name="final_layout">
    <metric name="layout-drive-gt1-share" unit="%">16.6</metric>
    <metric name="regArea" unit="sq um">14100</metric>
    <metric name="post_layout_nonfiller_instances" unit="">4084</metric>
    <metric name="fillCellCount" unit="">4557</metric>
    <metric name="final_area" unit="sq um">34600</metric>
    <metric name="area_growth_syn_to_fin" unit="%">22.9</metric>
    <metric name="area_taken_by_multi_input_logic_gates" unit="sq um">13200</metric>
  </group>
  <group name="logic_synthesis">
    <metric name="synth.area.top_cells" unit="">sky130_fd_sc_hd__dfxtp_1, sky130_fd_sc_hd__a21oi_1, sky130_fd_sc_hd__a21boi_1, sky130_fd_sc_hd__nand2b_1, sky130_fd_sc_hd__o21ai_0</metric>
    <metric name="portion_of_the_post_synthesis_area_used_by_sequential_elements" unit="%">49.5</metric>
    <metric name="largest_area_cell" unit="">sky130_fd_sc_hd__dfxtp_1</metric>
    <metric name="ys_area" unit="sq um">28100</metric>
    <metric name="top_cell_area_share" unit="%">49.5</metric>
    <metric name="post-synth-top-count-cell" unit="">sky130_fd_sc_hd__dfxtp_1</metric>
    <metric name="ys.flops" unit="">695</metric>
    <metric name="yosysCellCount" unit="">3000</metric>
    <metric name="post_synthesis_async_set_or_reset_flop_share" unit="%">0</metric>
    <metric name="yosys-top-cells-count" unit="">sky130_fd_sc_hd__dfxtp_1, sky130_fd_sc_hd__a21oi_1, sky130_fd_sc_hd__o21ai_0, sky130_fd_sc_hd__nand2b_1, sky130_fd_sc_hd__nand3_1</metric>
    <metric name="synth-edff-count" unit="">0</metric>
    <metric name="synth_cell_types" unit="">17</metric>
    <metric name="post_synthesis_cell_area" unit="sq um">28100</metric>
    <metric name="syn_avg_cell_area" unit="sq um">9.37</metric>
    <metric name="yosysWarningCount" unit="">0</metric>
    <metric name="syn_inst" unit="">3000</metric>
    <metric name="postSynth.topFlopCell" unit="">sky130_fd_sc_hd__dfxtp_1</metric>
  </group>
  <group name="job">
    <metric name="tool_warnings" unit="">30</metric>
    <metric name="max-cap-violations" unit="">0</metric>
  </group>
  <group name="floorplanning">
    <metric name="fp.dieW" unit="um">239</metric>
    <metric name="chip_area" unit="sq um">57200</metric>
    <metric name="floorplan.io_pins" unit="">195</metric>
    <metric name="die-height" unit="um">239</metric>
    <metric name="core_area" unit="sq um">55300</metric>
    <metric name="core_util_at_fp" unit="%">50.8</metric>
    <metric name="floorplan.rows" unit="">86</metric>
  </group>
  <group name="worst_hold_path">
    <metric name="min_from" unit="">en</metric>
    <metric name="min_path_cells" unit="">3</metric>
    <metric name="holdPathEnd" unit="">gen_pg[3].g_reg_array[17]</metric>
    <metric name="worst_min_path_class" unit="">input port to register</metric>
  </group>
  <group name="grt">
    <metric name="antenna_found_initial" unit="">0</metric>
    <metric name="grt_pass1_vias" unit="">21700</metric>
    <metric name="wire_length_of_the_first_global_routing_pass" unit="um">133000</metric>
    <metric name="grt_overflow_total" unit="">0</metric>
    <metric name="maximum_number_of_pins_on_one_net_before_global_route_repair" unit="">112</metric>
    <metric name="globalRouteTotalUtil" unit="%">32.4</metric>
  </group>
  <group name="place">
    <metric name="gp_weighted_congestion" unit="">0.926</metric>
    <metric name="dp.cells" unit="">3945</metric>
    <metric name="hpwlAfterDp" unit="um">64700</metric>
    <metric name="io_buffer_count" unit="">194</metric>
    <metric name="placedInstanceArea" unit="sq um">31800</metric>
  </group>
</metrics>
-- metrics by stage --
stage	util (%)	setup slack [ns]	total power [mW]
floorplan	-	0.232	23.8
detailed placement	57.5	-0.267	26.4
global route	62.5	-0.287	47.1
finish	62.5	-0.235	45.6
global placement	57.5	-0.283	26.4
CTS	62.2	-0.267	45.7
-- sequential cells by signal, indices dropped and copies added (netlist names) --
signal and count:
gen_pg.g_reg_array 378, gen_pg.p_reg_array 317
-- placed cells by master (no fill, tap or decap), types with 2 or more instances in the layout --
cell	instances
sky130_fd_sc_hd__xor2_4	7
sky130_fd_sc_hd__nand2b_1	253
sky130_fd_sc_hd__clkbuf_16	78
sky130_fd_sc_hd__clkinv_2	11
sky130_fd_sc_hd__a21boi_0	2
sky130_fd_sc_hd__bufinv_16	2
sky130_fd_sc_hd__dfxtp_1	584
sky130_fd_sc_hd__a21oi_2	3
sky130_fd_sc_hd__clkbuf_1	21
sky130_fd_sc_hd__a21boi_1	251
sky130_fd_sc_hd__o21ai_0	316
sky130_fd_sc_hd__mux2i_1	126
sky130_fd_sc_hd__inv_6	2
sky130_fd_sc_hd__buf_2	63
sky130_fd_sc_hd__dfxtp_4	36
sky130_fd_sc_hd__buf_4	190
sky130_fd_sc_hd__nor2b_1	126
sky130_fd_sc_hd__buf_12	36
sky130_fd_sc_hd__nand3_1	253
sky130_fd_sc_hd__dfxtp_2	75
sky130_fd_sc_hd__clkdlybuf4s50_1	128
sky130_fd_sc_hd__ha_1	63
sky130_fd_sc_hd__xor2_1	30
sky130_fd_sc_hd__a21oi_1	627
sky130_fd_sc_hd__xor2_2	25
sky130_fd_sc_hd__clkbuf_8	20
-- how the worst max path moves through the flow --
stage | end | depth (start not counted) | startpoint
6_report | out[28] | 2 | gen_pg[5].g_reg_array[11]
4_1_cts | out[30] | 2 | gen_pg[5].g_reg_array[13]
5_1_grt | out[28] | 2 | gen_pg[5].g_reg_array[11]
-- power by group through the flow --
stage / Clock [mW] / Combinational (mW) / Sequential [mW]
final: 19.5 / 4.53 / 21.5
after global routing: 20.6 / 4.94 / 21.6
after CTS: 19.8 / 4.46 / 21.5
-- cell families after synthesis --
kind of cell / share of synthesized area, %
AND-OR/OR-AND: 23.6
flip-flops: 49.5
AND/OR/NAND/NOR: 13.0
buffers and inverters: 4.67
multiplexers: 4.49
adder cells (fa/ha/maj): 2.85
XOR/XNOR: 1.96
-- tightest hold or removal path: stages --
cell                      delay (ns)
sky130_fd_sc_hd__buf_8          0.11
sky130_fd_sc_hd__buf_12         0.17
sky130_fd_sc_hd__a21oi_1        0.13
-- layout make-up --
type	count	area share, %
sequential	695	40.9
multi-input combinational	2085	38.3
timing repair buffer	422	11.1
clock buffer	118	6.60
tap	748	2.71
clock inverter	15	0.384
antenna	1	0.00724
-- metal layers --
layer | vias to the layer above | global-route usage [%] | share of wire [%]
met1 | 10900 | 55.2 | 50
met3 | 101 | 13.5 | 11
li1 | 11200 | - | -
met5 | - | 0 | 0
met2 | 699 | 39.4 | 38
met4 | 0 | 5.09 | 1.5
-- repair_timing --
item	4_1_cts	5_1_grt
endpoints found under the setup margin	64	71
pin swaps	56	40
resized	367	24
hold buffers	1	0
buffers inserted	2	1
endpoints found under the hold margin	9	0
cloned	0	1
Power and IR drop assume default switching activity.
